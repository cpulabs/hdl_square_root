**design/flow/config.mk**
```make
export PLATFORM = sky130hd
export DESIGN_NAME = square_root32
export DESIGN_NICKNAME = square_root32
export VERILOG_FILES = /design/flow/design.v
export SDC_FILE = /design/flow/constraint.sdc
export NUM_CORES = 4
export LEC_CHECK = 1
export CORE_UTILIZATION = 30
```
**design/flow/constraint.sdc**
```tcl
current_design square_root32

set clk_period 21.2
set clk_io_pct 0.2

create_clock -name clk0 -period $clk_period [get_ports {iCLOCK}]

set non_clock_inputs [all_inputs -no_clocks]
set_input_delay [expr $clk_period * $clk_io_pct] -clock clk0 $non_clock_inputs
set_output_delay [expr $clk_period * $clk_io_pct] -clock clk0 [all_outputs]
```
**design/flow/design.v**
```verilog
`default_nettype none 
module square_root32(
		input wire iCLOCK,
		input wire inRESET,
		input wire iDATA_REQ,
		output wire oDATA_BUSY,
		input wire [31:0] iDATA,
		output wire oDATA_VALID,
		input wire iDATA_BUSY,
		output wire [15:0] oDATA
	);
	localparam P_L_ELEMENTS0_DFF = 0;
	localparam P_L_ELEMENTS1_DFF = 1;
	localparam P_L_ELEMENTS2_DFF = 0;
	localparam P_L_ELEMENTS3_DFF = 1;
	localparam P_L_ELEMENTS4_DFF = 0;
	localparam P_L_ELEMENTS5_DFF = 1;
	localparam P_L_ELEMENTS6_DFF = 0;
	localparam P_L_ELEMENTS7_DFF = 1;
	localparam P_L_ELEMENTS8_DFF = 0;
	localparam P_L_ELEMENTS9_DFF = 1;
	localparam P_L_ELEMENTS10_DFF = 0;
	localparam P_L_ELEMENTS11_DFF = 1;
	localparam P_L_ELEMENTS12_DFF = 0;
	localparam P_L_ELEMENTS13_DFF = 1;
	localparam P_L_ELEMENTS14_DFF = 0;
	localparam P_L_ELEMENTS15_DFF = 1;
	wire [15:0] elements_out_valid;
	wire [15:0] element_out_busy;
	wire [0:0] element_out_p0;
	wire [1:0] element_out_p1;
	wire [2:0] element_out_p2;
	wire [3:0] element_out_p3;
	wire [4:0] element_out_p4;
	wire [5:0] element_out_p5;
	wire [6:0] element_out_p6;
	wire [7:0] element_out_p7;
	wire [8:0] element_out_p8;
	wire [9:0] element_out_p9;
	wire [10:0] element_out_p10;
	wire [11:0] element_out_p11;
	wire [12:0] element_out_p12;
	wire [13:0] element_out_p13;
	wire [14:0] element_out_p14;
	wire [15:0] element_out_p15;
	wire [31:0] element_out_i[0:15];
	square_root32_element #(2, P_L_ELEMENTS0_DFF) SQUARE_ELEMENTS0(
		.iCLOCK(iCLOCK),
		.inRESET(inRESET),
		.iDATA_REQ(iDATA_REQ),
		.oDATA_BUSY(oDATA_BUSY),
		.iDATA_P(1'b1),
		.iDATA_I(iDATA),
		.oDATA_VALID(elements_out_valid[0]),
		.iDATA_BUSY(element_out_busy[0]),
		.oDATA_P(element_out_p0),
		.oDATA_I(element_out_i[0])
	);
	square_root32_element #(4, P_L_ELEMENTS1_DFF) SQUARE_ELEMENTS1(
		.iCLOCK(iCLOCK),
		.inRESET(inRESET),
		.iDATA_REQ(elements_out_valid[0]),
		.oDATA_BUSY(element_out_busy[0]),
		.iDATA_P({element_out_p0, 1'b1}),
		.iDATA_I(element_out_i[0]),
		.oDATA_VALID(elements_out_valid[1]),
		.iDATA_BUSY(element_out_busy[1]),
		.oDATA_P(element_out_p1),
		.oDATA_I(element_out_i[1])
	);
	square_root32_element #(6, P_L_ELEMENTS2_DFF) SQUARE_ELEMENTS2(
		.iCLOCK(iCLOCK),
		.inRESET(inRESET),
		.iDATA_REQ(elements_out_valid[1]),
		.oDATA_BUSY(element_out_busy[1]),
		.iDATA_P({element_out_p1, 1'b1}),
		.iDATA_I(element_out_i[1]),
		.oDATA_VALID(elements_out_valid[2]),
		.iDATA_BUSY(element_out_busy[2]),
		.oDATA_P(element_out_p2),
		.oDATA_I(element_out_i[2])
	);
	square_root32_element #(8, P_L_ELEMENTS3_DFF) SQUARE_ELEMENTS3(
		.iCLOCK(iCLOCK),
		.inRESET(inRESET),
		.iDATA_REQ(elements_out_valid[2]),
		.oDATA_BUSY(element_out_busy[2]),
		.iDATA_P({element_out_p2, 1'b1}),
		.iDATA_I(element_out_i[2]),
		.oDATA_VALID(elements_out_valid[3]),
		.iDATA_BUSY(element_out_busy[3]),
		.oDATA_P(element_out_p3),
		.oDATA_I(element_out_i[3])
	);
	square_root32_element #(10, P_L_ELEMENTS4_DFF) SQUARE_ELEMENTS4(
		.iCLOCK(iCLOCK),
		.inRESET(inRESET),
		.iDATA_REQ(elements_out_valid[3]),
		.oDATA_BUSY(element_out_busy[3]),
		.iDATA_P({element_out_p3, 1'b1}),
		.iDATA_I(element_out_i[3]),
		.oDATA_VALID(elements_out_valid[4]),
		.iDATA_BUSY(element_out_busy[4]),
		.oDATA_P(element_out_p4),
		.oDATA_I(element_out_i[4])
	);
	square_root32_element #(12, P_L_ELEMENTS5_DFF) SQUARE_ELEMENTS5(
		.iCLOCK(iCLOCK),
		.inRESET(inRESET),
		.iDATA_REQ(elements_out_valid[4]),
		.oDATA_BUSY(element_out_busy[4]),
		.iDATA_P({element_out_p4, 1'b1}),
		.iDATA_I(element_out_i[4]),
		.oDATA_VALID(elements_out_valid[5]),
		.iDATA_BUSY(element_out_busy[5]),
		.oDATA_P(element_out_p5),
		.oDATA_I(element_out_i[5])
	);
	square_root32_element #(14, P_L_ELEMENTS6_DFF) SQUARE_ELEMENTS6(
		.iCLOCK(iCLOCK),
		.inRESET(inRESET),
		.iDATA_REQ(elements_out_valid[5]),
		.oDATA_BUSY(element_out_busy[5]),
		.iDATA_P({element_out_p5, 1'b1}),
		.iDATA_I(element_out_i[5]),
		.oDATA_VALID(elements_out_valid[6]),
		.iDATA_BUSY(element_out_busy[6]),
		.oDATA_P(element_out_p6),
		.oDATA_I(element_out_i[6])
	);
	square_root32_element #(16, P_L_ELEMENTS7_DFF) SQUARE_ELEMENTS7(
		.iCLOCK(iCLOCK),
		.inRESET(inRESET),
		.iDATA_REQ(elements_out_valid[6]),
		.oDATA_BUSY(element_out_busy[6]),
		.iDATA_P({element_out_p6, 1'b1}),
		.iDATA_I(element_out_i[6]),
		.oDATA_VALID(elements_out_valid[7]),
		.iDATA_BUSY(element_out_busy[7]),
		.oDATA_P(element_out_p7),
		.oDATA_I(element_out_i[7])
	);
	square_root32_element #(18, P_L_ELEMENTS8_DFF) SQUARE_ELEMENTS8(
		.iCLOCK(iCLOCK),
		.inRESET(inRESET),
		.iDATA_REQ(elements_out_valid[7]),
		.oDATA_BUSY(element_out_busy[7]),
		.iDATA_P({element_out_p7, 1'b1}),
		.iDATA_I(element_out_i[7]),
		.oDATA_VALID(elements_out_valid[8]),
		.iDATA_BUSY(element_out_busy[8]),
		.oDATA_P(element_out_p8),
		.oDATA_I(element_out_i[8])
	);
	square_root32_element #(20, P_L_ELEMENTS9_DFF) SQUARE_ELEMENTS9(
		.iCLOCK(iCLOCK),
		.inRESET(inRESET),
		.iDATA_REQ(elements_out_valid[8]),
		.oDATA_BUSY(element_out_busy[8]),
		.iDATA_P({element_out_p8, 1'b1}),
		.iDATA_I(element_out_i[8]),
		.oDATA_VALID(elements_out_valid[9]),
		.iDATA_BUSY(element_out_busy[9]),
		.oDATA_P(element_out_p9),
		.oDATA_I(element_out_i[9])
	);
	square_root32_element #(22, P_L_ELEMENTS10_DFF) SQUARE_ELEMENTS10(
		.iCLOCK(iCLOCK),
		.inRESET(inRESET),
		.iDATA_REQ(elements_out_valid[9]),
		.oDATA_BUSY(element_out_busy[9]),
		.iDATA_P({element_out_p9, 1'b1}),
		.iDATA_I(element_out_i[9]),
		.oDATA_VALID(elements_out_valid[10]),
		.iDATA_BUSY(element_out_busy[10]),
		.oDATA_P(element_out_p10),
		.oDATA_I(element_out_i[10])
	);
	square_root32_element #(24, P_L_ELEMENTS11_DFF) SQUARE_ELEMENTS11(
		.iCLOCK(iCLOCK),
		.inRESET(inRESET),
		.iDATA_REQ(elements_out_valid[10]),
		.oDATA_BUSY(element_out_busy[10]),
		.iDATA_P({element_out_p10, 1'b1}),
		.iDATA_I(element_out_i[10]),
		.oDATA_VALID(elements_out_valid[11]),
		.iDATA_BUSY(element_out_busy[11]),
		.oDATA_P(element_out_p11),
		.oDATA_I(element_out_i[11])
	);
	square_root32_element #(26, P_L_ELEMENTS12_DFF) SQUARE_ELEMENTS12(
		.iCLOCK(iCLOCK),
		.inRESET(inRESET),
		.iDATA_REQ(elements_out_valid[11]),
		.oDATA_BUSY(element_out_busy[11]),
		.iDATA_P({element_out_p11, 1'b1}),
		.iDATA_I(element_out_i[11]),
		.oDATA_VALID(elements_out_valid[12]),
		.iDATA_BUSY(element_out_busy[12]),
		.oDATA_P(element_out_p12),
		.oDATA_I(element_out_i[12])
	);
	square_root32_element #(28, P_L_ELEMENTS13_DFF) SQUARE_ELEMENTS13(
		.iCLOCK(iCLOCK),
		.inRESET(inRESET),
		.iDATA_REQ(elements_out_valid[12]),
		.oDATA_BUSY(element_out_busy[12]),
		.iDATA_P({element_out_p12, 1'b1}),
		.iDATA_I(element_out_i[12]),
		.oDATA_VALID(elements_out_valid[13]),
		.iDATA_BUSY(element_out_busy[13]),
		.oDATA_P(element_out_p13),
		.oDATA_I(element_out_i[13])
	);
	square_root32_element #(30, P_L_ELEMENTS14_DFF) SQUARE_ELEMENTS14(
		.iCLOCK(iCLOCK),
		.inRESET(inRESET),
		.iDATA_REQ(elements_out_valid[13]),
		.oDATA_BUSY(element_out_busy[13]),
		.iDATA_P({element_out_p13, 1'b1}),
		.iDATA_I(element_out_i[13]),
		.oDATA_VALID(elements_out_valid[14]),
		.iDATA_BUSY(element_out_busy[14]),
		.oDATA_P(element_out_p14),
		.oDATA_I(element_out_i[14])
	);
	square_root32_element #(32, P_L_ELEMENTS15_DFF) SQUARE_ELEMENTS15(
		.iCLOCK(iCLOCK),
		.inRESET(inRESET),
		.iDATA_REQ(elements_out_valid[14]),
		.oDATA_BUSY(element_out_busy[14]),
		.iDATA_P({element_out_p14, 1'b1}),
		.iDATA_I(element_out_i[14]),
		.oDATA_VALID(elements_out_valid[15]),
		.iDATA_BUSY(element_out_busy[15]),
		.oDATA_P(element_out_p15),
		.oDATA_I(element_out_i[15])
	);
	assign oDATA_VALID = elements_out_valid[15];
	assign element_out_busy[15] = iDATA_BUSY;
	assign oDATA = element_out_p15;
endmodule
`default_nettype wire 
`default_nettype none
module square_root32_element #(
		parameter P_IN_N = 4,
		parameter P_DFF = 1
	)(
		input wire iCLOCK,
		input wire inRESET,
		input wire iDATA_REQ,
		output wire oDATA_BUSY,
		input wire [P_IN_N/2-1:0] iDATA_P,
		input wire [31:0] iDATA_I,
		output wire oDATA_VALID,
		input wire iDATA_BUSY,
		output wire [P_IN_N/2-1:0] oDATA_P,
		output wire [31:0] oDATA_I
	);
	function [P_IN_N/2-1:0] func_cell_gen;
		input [P_IN_N/2-1:0] func_data_p;
		input [31:0] func_data_i;
		reg [P_IN_N-1:0] func_pri_data;
		begin
			func_pri_data = func_data_p * func_data_p;
			if(func_data_i[31:32-P_IN_N] >= func_pri_data)begin
				func_cell_gen = func_data_p;
			end
			else begin
				func_cell_gen = {func_data_p[P_IN_N/2-1:1], 1'b0};
			end
		end
	endfunction
	generate 
		if(P_DFF)begin
			reg b_buffer_req;
			reg [P_IN_N/2-1:0] b_buffer_p;
			reg [31:0] b_buffer_i;
			always@(posedge iCLOCK or negedge inRESET)begin
				if(!inRESET)begin
					b_buffer_req <= 1'b0;
				end
				else if(iDATA_BUSY)begin
					b_buffer_req <= b_buffer_req;
				end
				else begin
					b_buffer_req <= iDATA_REQ;
				end
			end
			always@(posedge iCLOCK or negedge inRESET)begin
				if(!inRESET)begin
					b_buffer_p <= {P_IN_N/2{1'b0}};
				end
				else if(iDATA_BUSY)begin
					b_buffer_p <= b_buffer_p;
				end
				else begin
					b_buffer_p <= func_cell_gen(iDATA_P, iDATA_I);
				end
			end
			always@(posedge iCLOCK or negedge inRESET)begin
				if(!inRESET)begin
					b_buffer_i <= 32'h0;
				end 
				else if(iDATA_BUSY)begin
					b_buffer_i <= b_buffer_i;
				end
				else begin
					b_buffer_i <= iDATA_I;
				end
			end
			assign oDATA_VALID = b_buffer_req;
			assign oDATA_P = b_buffer_p;
			assign oDATA_I = b_buffer_i;
		end
		else begin
			assign oDATA_VALID = iDATA_REQ;
			assign oDATA_P = func_cell_gen(iDATA_P, iDATA_I);
			assign oDATA_I = iDATA_I;
		end
	endgenerate
	assign oDATA_BUSY = iDATA_BUSY;
endmodule
`default_nettype wire 
```
**design/flow/run.sh**
```bash
#!/bin/bash
# OpenROAD 26Q1-2900-gdf79404cd8, Yosys 0.63+post, stock flow scripts
make -C /OpenROAD-flow-scripts/flow DESIGN_CONFIG=/design/flow/config.mk WORK_HOME=/design/flow/orfs finish
```
==> impl_metrics.yaml <==
# implementation run metrics
place:
  place_congestion: 0.931
  dp_hpwl_mm: 92.5
  place_area_mm2: 0.0503
  post-place-cells: 6821
  place_ws_ns: 5.85
  io_buffers: 53
sta:
  setup_ws_ns: 5.81
  min_period_ns: 15.39
  worst_pin_slew_ns: 0.794
  timing.final.crit_share: 0.726
  worst_clock_skew_ns: 0.0466
  finalSetupTns_ns: 0
  holdWs_ns: 0.489
  slew-limit-headroom: 0.471
  hold_viol: 0
  drv_slew: 0
  clock.fmax_ghz: 0.0650
  setup_viol_count_final: 0
  rsz0062_at_grt: "false"
worst_setup_path:
  critPathRequiredTime_ns: 21.63
  critPathBufInv: 10
  crit_path_start_kind: "flop"
  critPathMaxFanout: 13
  critical-path-slowest-cell: "dfrtp_1"
  arrival_ns: 15.82
  cp-end-kind: "flop"
  cpMostUsedCell: "fa_1"
  r2r_setup_slack_ns: 5.81
  r2r_cells: 55
  r2r_start: "SQUARE_ELEMENTS13.genblk1.b_buffer_p[7]"
  reg2reg_to: "SQUARE_ELEMENTS15.genblk1.b_buffer_p[0]"
  cpLargestDelayFamily: "adder cells"
  critical_path.max_stage_delay_ns: 0.77
  crit_type: "flop to flop"
run:
  tool_warnings: 80
  drv_cap: 0
grt:
  grt_pass1_vias: 33700
  grt_pass1_wl_mm: 185
  overflow: 0
  groute.usage.overall: 0.153
  grt_max_degree: 61
  antenna_found_initial: 0
min_path:
  holdCritStartpoint: "SQUARE_ELEMENTS9.genblk1.b_buffer_i[6]"
  hold_path_class: "flop to flop"
  hold-path-endpoint: "SQUARE_ELEMENTS11.genblk1.b_buffer_i[6]"
  worstHoldPathCells: 1
die:
  core_area_mm2: 0.156
  num_rows: 145
  die_x_um: 399
  fp_util: 0.303
  die_h_um: 399
  die_area_mm2: 0.159
  io_pins: 54
clocking:
  clock_latency_ns: 0.61
  post-cts-setup-buffer-count: 0
  postCtsHoldBufs: 0
  cts-root-buf: "clkbuf_16"
  postCtsResizedCells: 0
  h-tree-depth: 2
  clock_path_buffers: 3
  cts_tree: "built"
  cts_made_buffers: 37
  cts_sinks: 304
  path_clk_slew_ns: 0.07
synthesis:
  ys_chip_area_mm2: 0.0473
  edf_count: 0
  synth_area_mm2: 0.0473
  top_cell: "inv_1"
  flop_cell: "dfrtp_1"
  synthTopCellsByCount: "940 x inv_1, 779 x ha_1, 639 x fa_1, 304 x dfrtp_1, 271 x nand2_1"
  yosys_warnings: 18
  ys_types: 81
  synth_top_area_share: 0.270
  syn_inst: 4773
  largest_area_cell: "fa_1"
  ys_cells: 4773
  numSynthFlops: 304
  synth_seq_share: 0.161
  avgSynthCellArea_um2: 9.92
  topCellsByArea: "fa_1 27%, ha_1 21%, dfrtp_1 16%"
  synthArstFlopShare: 1.00
final_layout:
  area_growth_pct: 9.09
  seq_area_mm2: 0.00761
  combGateArea_mm2: 0.0357
  utilization: 0.330
  fill_cells: 15700
  drive_above_1_share: 0.0826
  postLayoutCellArea_mm2: 0.0516
  stdcell_count: 6891
routing:
  vias: 32000
  vias_per_cell: 4.64
  finalWirelength_mm: 112
  drt-initial-drc-count: 1302
  wl_per_cell_um: 16.2
  ant_nets: 0
  first_pass_iters: 5
  drcViolationCount: 0
outcome:
  run_status: "finished, final reports clean"
[cell families (layout without fill, tap and decap cells)]
kind of cell / Yosys count / count (layout) / share of synthesized area
DFF: 304 / 304 / 0.161
buffers and inverters: 1063 / 1120 / 0.0852
xor gates and xnor gates: 255 / 255 / 0.0472
AOI/OAI and AO/OA: 725 / 725 / 0.0979
and+or+nand+nor: 757 / 757 / 0.0731
adders and majority gates: 1418 / 1418 / 0.476
other: 0 / 3 / 0
muxes: 251 / 251 / 0.0596
[sequential cells by signal (all words and copies together), names as in the netlist, 10 cells and up]
| signal | count |
|---|---|
| SQUARE_ELEMENTS11.genblk1.b_buffer_p | 12 |
| SQUARE_ELEMENTS3.genblk1.b_buffer_i | 32 |
| SQUARE_ELEMENTS9.genblk1.b_buffer_i | 32 |
| SQUARE_ELEMENTS13.genblk1.b_buffer_p | 14 |
| SQUARE_ELEMENTS9.genblk1.b_buffer_p | 10 |
| SQUARE_ELEMENTS11.genblk1.b_buffer_i | 32 |
| SQUARE_ELEMENTS7.genblk1.b_buffer_i | 32 |
| SQUARE_ELEMENTS13.genblk1.b_buffer_i | 32 |
| SQUARE_ELEMENTS5.genblk1.b_buffer_i | 32 |
| SQUARE_ELEMENTS1.genblk1.b_buffer_i | 32 |
| SQUARE_ELEMENTS15.genblk1.b_buffer_p | 16 |
[worst reg2reg max path: cells and delay by family, from the launching register on]
family                   cells  cell delay, ns
buffers and inverters       10            1.52
XOR/XNOR                     1            0.16
flip-flops                   1            0.77
adder cells (fa/ha/maj)     16            7.01
AND/OR/NAND/NOR              7            1.03
AND-OR/OR-AND               21            4.78
[layout make-up]
| cell class | instances | area share |
|---|---|---|
| Antenna cell | 3 | 0.000145 |
| Clock buffer | 46 | 0.0194 |
| Clock inverter | 21 | 0.00577 |
| Inverter | 957 | 0.0696 |
| Multi-Input combinational cell | 3406 | 0.691 |
| Sequential cell | 304 | 0.147 |
| Tap cell | 2058 | 0.0499 |
| Timing Repair Buffer | 96 | 0.0167 |
[worst max path at each step]
stage / start / endpoint / cells past startpoint
final: SQUARE_ELEMENTS13.genblk1.b_buffer_p[7] / SQUARE_ELEMENTS15.genblk1.b_buffer_p[0] / 55
after global routing: SQUARE_ELEMENTS13.genblk1.b_buffer_p[7] / SQUARE_ELEMENTS15.genblk1.b_buffer_p[0] / 57
after CTS: SQUARE_ELEMENTS13.genblk1.b_buffer_p[7] / SQUARE_ELEMENTS15.genblk1.b_buffer_p[0] / 55
[placed cells by master, fill, tap and decap left out, types with 9 or more instances in the layout]
master,n
a31oi_1,11
clkdlybuf4s50_1,51
nor2b_1,30
mux2_2,246
o21bai_1,19
nor3_1,25
nor2_1,217
fa_1,639
buf_4,43
a31o_2,10
or2_2,20
a2111oi_0,9
o21a_1,47
nand3_1,33
nand2_1,271
a21oi_1,204
nand2b_1,33
inv_1,940
a211oi_1,21
and2_1,56
and3_1,16
xnor2_1,152
xor2_1,103
dfrtp_1,304
clkbuf_16,37
a21o_1,137
clkinv_1,17
o21ai_0,176
o31ai_1,11
ha_1,779
nand4_1,35
[layer usage]
metal	vias up	global-route usage	share of wire	wire [um]
met4	0	0.0182	0.016	1840
met2	814	0.233	0.45	49800
met5	-	0	0	0
li1	15600	-	-	-
met3	125	0.0552	0.087	9730
met1	15400	0.218	0.45	50400
